$ cat design/flow/design.v
`timescale 1ns / 1ps
module adder8(
    output cout,
    output [7:0] s,
    input [7:0] a,
    input [7:0] b,
    input cin
    );
    wire [7:1] carry;
    full_adder FA0(carry[1],s[0],a[0],b[0],cin);
    full_adder FA1(carry[2],s[1],a[1],b[1],carry[1]);
    full_adder FA2(carry[3],s[2],a[2],b[2],carry[2]);
    full_adder FA3(carry[4],s[3],a[3],b[3],carry[3]);
    full_adder FA4(carry[5],s[4],a[4],b[4],carry[4]);
    full_adder FA5(carry[6],s[5],a[5],b[5],carry[5]);
    full_adder FA6(carry[7],s[6],a[6],b[6],carry[6]);
    full_adder FA7(cout,s[7],a[7],b[7],carry[7]);
endmodule
`timescale 1ns / 1ps
module full_adder(
    output cout,
    output sum,
    input ain,
    input bin,
    input cin
    );
    assign sum = ain^bin^cin;
    assign cout= (ain&bin)|(ain&cin)|(bin&cin);
endmodule
$ cat design/flow/constraint.sdc
current_design adder8

set clk_period 4.8
set clk_io_pct 0.2

create_clock -name clk0 -period $clk_period

set non_clock_inputs [all_inputs -no_clocks]
set_input_delay [expr $clk_period * $clk_io_pct] -clock clk0 $non_clock_inputs
set_output_delay [expr $clk_period * $clk_io_pct] -clock clk0 [all_outputs]
$ cat design/flow/config.mk
export PLATFORM = sky130hd
export DESIGN_NAME = adder8
export DESIGN_NICKNAME = adder8
export VERILOG_FILES = /design/flow/design.v
export SDC_FILE = /design/flow/constraint.sdc
export NUM_CORES = 4
export LEC_CHECK = 1
export CORE_AREA = 10 10 70 70
export DIE_AREA = 0 0 80 80
$ cat design/flow/run.sh
#!/bin/bash
# OpenROAD 26Q1-2900-gdf79404cd8, Yosys 0.63+post, stock flow scripts
make -C /OpenROAD-flow-scripts/flow DESIGN_CONFIG=/design/flow/config.mk WORK_HOME=/design/flow/orfs finish
==> deck_impl_summary.md <==
Key Metrics from the Run

Outcome
  • Outcome: finished with violations
  • Failing checks: negative setup slack

Layout
  • Area delta synth->final: 106%
  • Register area: 0 sq um
  • FILL cells: 387
  • Flop Count: 0
  • Final core occ: 15.5%
  • Comb gate area: 180 sq um
  • Layout cells sized above 1: 45.5%
  • Clk_buf instances: 0
  • Final cell count without fillers: 90

Pwr
  • Logic pwr share: 100.0%
  • Clk pwr share: 0%
  • Sequential share of power: 0%
  • P_sw: 0.0168 mW
  • Overall Power: 0.0564 mW
  • Pint: 0.0396 mW
  • Pleak: 0.211 nW
  • Max rail drop VDD: 0.0328 mV
  • Sw frac: 29.8%
  • Power Density: 106 nW/um^2

Min path
  • Worst Hold End: s[0]
  • Hold_sp: cin
  • Hold path cells: 5
  • Hold WC Path Type: in2out

Logic synthesis
  • Syn Inst Count: 26
  • Post-Syn Area: 258 sq um
  • Number of standard cells reported by yosys: 26
  • Synth mux share: 0%
  • XOR/XNOR Area Share: 0%
  • Adder Area Share: 62.1%
  • Synth Seq Share: 0%
  • Cell variety after synth: 3
  • Yosys synthesis chip area: 258 sq um
  • Yosys warning tally: 0
  • And-or/or-and share of the synthesized area: 0%
  • Simple Share, Synth: 0%
  • Mean Syn Cell Area: 9.91 sq um
  • Main logic family: adder cells

Route
  • Detailed router's first-iteration violation count: 1
  • Vias: 202
  • Antenna Nets Post-Route: 0
  • Via-to-Cell Ratio: 2.24
  • Total Wirelength: 748 microns
  • Drt first pass iters: 2
  • DRC: 0
  • Ant diodes: 0
  • WL per Instance: 8.31 microns

Floorplanning
  • Die H: 80 microns
  • Ports: 26
  • Die x size: 80 microns
  • Floorplan utilization: 7.55%
  • Area of the core: 3420 sq um
  • Die area: 6400 sq um
  • Rows: 21

Global routing
  • First-pass GRT wire length: 1150 microns
  • Grt ovf: 0
  • Number of global-route vias before repair: 247
  • Initial antenna violation count: 0
  • Largest net degree at the start of global routing: 2
  • Global Route Usage Sum: 2.28%

STA
  • Period utilization: 104%
  • Final setup margin: -0.210 ns
  • Unrepaired setup endpoints after global routing: true
  • Slew @ Worst Pin: 0.106 ns
  • Max Slew Vio Count: 0
  • FMAX: 200 MHz
  • Endpoints failing hold: 0
  • Setup violations, final: 1
  • Slew headroom: 92.9%
  • Final hold slack: 2.66 ns
  • Tmin final: 5.01 ns

Placed design
  • Placed insts: 90
  • Buffers on Ports: 26
  • DP Worst Slack: -0.953 ns
  • Gp weighted congestion: 0.808
  • Hpwl dp: 744 microns

CTS
  • Setup repair bufs after CTS: 0
  • Hold-fix buffers, CTS: 0

Setup path
  • Crit path DRT: 3.84 ns
  • Crit path launch type: primary input
  • WS Path Type: in2out
  • Critical Path AT: 4.05 ns
  • Critical-path maximum fanout: 1
  • Kind of end point of the critical path: primary output

Run
  • OpenROAD warning count: 35
  • Max-cap violations: 0
==> worst max-delay path by stage <==
stage	start	end	slack, ns	cells past startpoint
CTS	a[0]	s[7]	-0.33	14
global route	a[0]	s[7]	-0.32	14
finish	a[0]	s[7]	-0.21	14
==> routing by layer <==
layer | GRT usage, % | up-vias | part of all wire [%]
met2 | 2.73 | 24 | 29
met3 | 1.93 | 0 | 25
met1 | 3.18 | 82 | 46
met5 | 0 | - | 0
met4 | 0 | 0 | 0
li1 | - | 96 | -
==> worst max-delay path: stages <==
cell	delay [ns]
buf_8	0.10
inv_4	0.04
fa_2	0.19
inv_2	0.04
fa_2	0.34
fa_2	0.39
fa_2	0.35
fa_2	0.34
fa_2	0.34
fa_2	0.34
inv_2	0.06
fa_2	0.42
inv_2	0.05
buf_2	0.08
==> Yosys cell counts <==
library cell | n | area share, %
fa_1 | 8 | 62
buf_4 | 8 | 23
inv_1 | 10 | 15
==> stage by stage <==
stage / cell area [sq um] / setup TNS [ns]
after floorplan: 270 / -0.0421
after CTS: 518 / -0.403
after detailed placement: 528 / -2.38
after global placement: 528 / -2.29
final: 531 / -0.210
after global routing: 531 / -0.368
==> kinds of logic (layout without fill, tap and decap cells) <==
group | after synthesis | in the layout
fa+ha+maj | 8 | 8
buf+inv | 18 | 36
==> power by group through the flow <==
stage	combinational (mW)	clock, mW	sequential (mW)
finish	0.0564	0	0
global route	0.0656	0	0
CTS	0.0571	0	0
==> cell type report <==
cell class / count / area share [%]
Multi-Input combinational cell: 8 / 34.0
Timing Repair Buffer: 26 / 47.2
Tap cell: 46 / 10.8
Inverter: 10 / 8.02
==> layout by cell type, fill, tap and decap left out <==
| master | instances |
|---|---|
| clkdlybuf4s50_1 | 18 |
| fa_2 | 8 |
| inv_4 | 2 |
| buf_8 | 1 |
| dlygate4sd2_1 | 2 |
| inv_2 | 4 |
| inv_1 | 4 |
| buf_2 | 3 |
| buf_6 | 2 |
==> repair_timing <==
item / in CTS / in global routing
setup endpoints to repair: 4 / 4
resized: 32 / 4
gates cloned: 0 / 0
pin swaps: 8 / 8
Power and IR drop assume default switching activity.
