**design.v**
```verilog
`timescale 1ns / 1ps
module slow_clk_1Hz(
    input clk_in,
    output reg clk_out
    );
    reg [56:0] period_count = 0;
    always @(posedge clk_in)
    begin
        if(period_count != 50_000_000 - 1)
        begin
            period_count <= period_count +1;
            clk_out <= 0;
        end
        else
        begin
            period_count <= 0;
            clk_out <= 1;
        end
    end
endmodule
```
**run.sh**
```bash
#!/bin/bash
# OpenROAD 26Q1-2900-gdf79404cd8, Yosys 0.63+post, stock flow scripts
make -C /OpenROAD-flow-scripts/flow DESIGN_CONFIG=/design/flow/config.mk WORK_HOME=/design/flow/orfs finish
```
**config.mk**
```make
export PLATFORM = sky130hd
export DESIGN_NAME = slow_clk_1Hz
export DESIGN_NICKNAME = slow_clk_1Hz
export VERILOG_FILES = /design/flow/design.v
export SDC_FILE = /design/flow/constraint.sdc
export NUM_CORES = 4
export LEC_CHECK = 1
export CORE_UTILIZATION = 30
```
**constraint.sdc**
```tcl
current_design slow_clk_1Hz

set clk_period 6.9
set clk_io_pct 0.2

create_clock -name clk0 -period $clk_period [get_ports {clk_in}]

set non_clock_inputs [all_inputs -no_clocks]
set_input_delay [expr $clk_period * $clk_io_pct] -clock clk0 $non_clock_inputs
set_output_delay [expr $clk_period * $clk_io_pct] -clock clk0 [all_outputs]
```
==> out/summary.txt <==
CTS clk-pin slew, worst paths: 70 ps
Place WS: 4770 ps
Num CTS Buffers: 9
CTS tree: done
share of layout cells above drive strength 1: 0.105
leading area contributor after synthesis: dfxtp_1
n_diodes: 0
io pins: 2
Congestion Overflow GR: 0
vias in the first global route: 1887
DRT Pass-1 Iters: 4
Post-synth seq share: 0.433
postcts setup bufs: 0
cell class contributing the biggest share of worst-path delay: buffers and inverters
Area Growth Syn to Fin: 13.4%
placed cell count: 387
Root Driver: clkbuf_8
final setup violation count: 0
post-detail-place hpwl: 3430 um
clock sink count: 58
area share, top type: 0.433
die height: 96.5 um
remaining antenna violation count: 0
Worst Setup Slack, final: 4420 ps
delay of the slowest cell on the worst path: 460 ps
post-synthesis average cell area: 9.34 um^2
crit path DRT: 5520 ps
die width: 96.5 um
FP Rows: 34
final hold violations: 0
CP cell instances: clkdlybuf4s50_1
Resized Gates After CTS: 0
core area: 0.00868 mm^2
fin crit period: 2480 ps
Worst slew margin: 0.537
Chip Area: 0.00932 mm^2
fin crit share: 0.360
CP Launch Type: register
floorplan core density: 0.309
EDFF count, synth: 0
Main area contributors: dfxtp_1 (43%), xnor2_1 (12%), nand4_1 (6.1%), xor2_1 (5.6%), nor2_1 (4.1%)
Ys Warns: 1
FMAX: 0.402 GHz
Post-Syn Area: 0.00268 mm^2
clk buf depth: 2
RSZ-0062 raised after global routing: no
maxcap violations: 0
maximum vdd drop: 0.000133 V
post-synthesis register bit count: 58
DRC Markers: 0
most frequent cells after synthesis: dfxtp_1 (58), xnor2_1 (37), nor2_1 (29)
DRT iter0 DRCs: 113
Layout Cells excl Fill: 403
largest net degree at the start of global routing: 19
Via density: 4.94
Max Slew Vio Count: 0
Leak: 1.05 nW
Synth top cell by count: dfxtp_1
drt wl/cell: 12.7 um
H-tree levels: 3
Pwr Density: 255 mW/mm^2
worst path buffer plus inverter count: 1
Total GRT Usage: 0.127
skew final: 6.83 ps
CP endpoint kind: output pin
setup total negative slack: 0 ps
ys flop type: dfxtp_1
Unique cell types: 31
status: finished, final reports clean
global-route wire length before repair: 9050 um
slowest CP cell: clkdlybuf4s50_1
Mapped Cells: 287
Max FO, Critical Path: 1
Port Buffer Count: 1
yosys cell count: 287
Worst-Skew Late Latency: 340 ps
Final GP Congestion: 0.829
WHS: 480 ps
tool warning count: 26
Final Power: 0.000775 W
Hold Path Class: register to register
Routed WL: 5120 um
via count: 1992
fraction of registers with async set/reset: 0
initial antenna violation count: 0
CP Data Arrival Time: 1100 ps
Hold Buf Count CTS: 0
area reported by Yosys stat: 0.00268 mm^2
setup slack, reg-to-reg: 4880 ps
critical path type: register to output pin
Worst-Margin Slew: 694 ps
[cell type report]
cell class | count | area [um^2]
Clock buffer | 12 | 165
Clock inverter | 4 | 120
Fill cell | 892 | 5640
Inverter | 3 | 11.3
Multi-Input combinational cell | 217 | 1440
Sequential cell | 58 | 1160
Tap cell | 108 | 135
Timing Repair Buffer | 1 | 10.0
[path summary, 6_finish.rpt]
path                    startpoint                to  cells past startpoint
hold / removal    period_count[56]  period_count[56]                      1
hold reg to reg   period_count[56]  period_count[56]                      1
setup / recovery           clk_out           clk_out                      1
setup reg to reg   period_count[4]  period_count[53]                      5
[cell usage in the layout, fill, tap and decap left out, drive strengths merged]
cell / instances
a21oi: 1
and2: 4
and3: 11
and4: 7
bufinv: 4
clkbuf: 12
clkdlybuf4s50: 1
dfxtp: 58
ha: 2
inv: 3
nand2: 24
nand2b: 1
nand3: 20
nand4: 31
nor2: 30
nor2b: 1
nor3: 14
nor4: 13
nor4b: 1
o21ai: 1
or2: 1
or4: 1
xnor2: 37
xor2: 17
[logic make-up after synthesis]
family,share of synthesized area
DFF,0.433
AOI/OAI and AO/OA,0.00373
xor gates and xnor gates,0.176
adders and majority gates,0.00933
buffers and inverters,0.0303
and+or+nand+nor,0.347
[metrics by stage]
stage / instance area (um^2) / utilization
after floorplan: 2680 / -
after global placement: 2760 / 0.318
after detailed placement: 2760 / 0.318
after CTS: 3040 / 0.350
after global routing: 3040 / 0.350
final: 3040 / 0.350
[flip-flops by register name (all words and copies together), names as in the netlist]
| name | count |
|---|---|
| clk_out | 1 |
| period_count | 57 |
[report_power, final]
group | internal, W | switching [W]
clock network | 0.000306 | 0.000134
registers | 0.000335 | 0
logic | 0 | 0
total | 0.000641 | 0.000134
[per-layer routing]
layer / wire [um] / vias up / GRT usage / share of wire
met3: 257 / 7 / 0.0382 / 0.050
li1: - / 1024 / - / -
met5: 0 / - / 0 / 0
met4: 62 / 0 / 0.0172 / 0.012
met2: 2180 / 33 / 0.190 / 0.43
met1: 2620 / 928 / 0.189 / 0.51
Power and IR drop assume default switching activity.
